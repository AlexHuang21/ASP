==> run.sh <==
#!/bin/bash
# OpenROAD 26Q1-2900-gdf79404cd8, Yosys 0.63+post, stock flow scripts
make -C /OpenROAD-flow-scripts/flow DESIGN_CONFIG=/design/flow/config.mk WORK_HOME=/design/flow/orfs finish
==> config.mk <==
export PLATFORM = sky130hd
export DESIGN_NAME = ASP
export DESIGN_NICKNAME = ASP
export VERILOG_FILES = /design/flow/design.v
export SDC_FILE = /design/flow/constraint.sdc
export NUM_CORES = 4
export LEC_CHECK = 1
export CORE_UTILIZATION = 40
==> constraint.sdc <==
current_design ASP

set clk_period 3.6
set clk_io_pct 0.2

create_clock -name clk0 -period $clk_period [get_ports {clk}]

set non_clock_inputs [all_inputs -no_clocks]
set_input_delay [expr $clk_period * $clk_io_pct] -clock clk0 $non_clock_inputs
set_output_delay [expr $clk_period * $clk_io_pct] -clock clk0 [all_outputs]
==> design.v <==
module ASP #(parameter data_size = 32, parameter tag_size = 8, parameter mem_depth = 256) (
    input clk,
    input reset,
    input data_parity_ready_in,
    input[(data_size):0] data_parity_in,
    input network_data_ready_in,
    input network_ACK_in,
    input[(data_size+tag_size-1):0] network_data_tag_in,
    output parity_error_out,
    output host_data_ready_out,
    output[(data_size-1):0] host_data_out,
    output network_data_ready_out,
    output network_ACK_out,
    output[(data_size+tag_size-1):0] network_data_tag_out
);
    wire[1:0] ID_opcode;
    control_unit control_unit_inst(clk, reset, data_parity_ready_in, network_data_ready_in, network_ACK_in, ID_opcode);
    stage_1 #(.data_size(data_size), .tag_size(tag_size)) id_l1_pipeline_reg(clk, reset, ID_opcode, layer1_opcode, data_parity_in, layer1_dpp, network_data_tag_in, layer1_ndt);
    wire[1:0] layer1_opcode;
    wire[(data_size):0] layer1_dpp;
    wire[(data_size+tag_size-1):0] layer1_ndt;
    wire layer1_error_detected;
    soft_error_detection #(.data_size(data_size)) SED_inst(clk, reset, layer1_dpp[data_size:1], layer1_dpp[0], layer1_error_detected);
    stage_2 #(.data_size(data_size), .tag_size(tag_size)) l1_l2_pipeline_reg(clk, reset, layer1_opcode, layer2_opcode, layer1_error_detected, layer2_error_detected, layer1_dpp, layer2_dpp, layer1_ndt, layer2_ndt, layer2_rx_data, layer2_tx_data, layer2_rx_tag);
    wire[1:0] layer2_opcode;
    wire[(data_size):0] layer2_dpp;
    wire[(data_size-1):0] layer2_tx_data;
    wire[(data_size-1):0] layer2_rx_data;
    wire[(tag_size-1):0] layer2_rx_tag;
    wire[(tag_size-1):0] layer2_computed_tag;
    wire layer2_tag_match;
    wire[(data_size+tag_size-1):0] layer2_ndt;
    wire layer2_error_detected;
    wire[(data_size-1):0] layer2_TGEN_data_in;
    wire[15:0] secret_key;
    localparam OP_TXE = 2'b01;
    assign layer2_TGEN_data_in = (layer2_opcode == OP_TXE) ? layer2_tx_data : layer2_rx_data;
    secret_key_register skr_inst(secret_key);
    tag_generation #(.DATA_SIZE(data_size)) tag_gen_inst(clk, reset, layer2_TGEN_data_in, secret_key, layer2_computed_tag);
    assign layer2_tag_match = (layer2_computed_tag == layer2_rx_tag);
    stage_3 #(.data_size(data_size), .tag_size(tag_size)) l2_ol_pipeline_reg(clk, reset, layer2_opcode, OL_opcode, layer2_error_detected, OL_error_detected, layer2_tx_data, layer2_computed_tag, OL_tx_data, OL_tx_tag, layer2_tag_match, OL_tag_match, layer2_ndt, OL_ndt, OL_rx_data, OL_tx_data_tagged);
    wire[1:0] OL_opcode;
    wire[(data_size-1):0] OL_tx_data;
    wire[(data_size+tag_size-1):0] OL_tx_data_tagged;
    wire[(tag_size-1):0] OL_tx_tag;
    wire OL_tag_match;
    wire[(data_size-1):0] OL_rx_data;
    wire[(data_size+tag_size-1):0] OL_ndt;
    wire OL_error_detected;
    wire[75:0] OL_log_item;
    output_stage output_stage_inst(clk, reset, OL_opcode, OL_error_detected, OL_tx_data, OL_tx_tag, OL_tx_data_tagged, OL_tag_match, OL_rx_data, OL_ndt, parity_error_out, host_data_ready_out, network_data_ready_out, network_ACK_out, host_data_out, network_data_tag_out);
    log #(.DATA_SIZE(data_size), .TAG_SIZE(tag_size), .MEM_DEPTH(mem_depth)) log_inst(clk, reset, OL_opcode, OL_tag_match, OL_error_detected, host_data_ready_out, network_data_ready_out, network_ACK_out, OL_tx_data, OL_ndt, OL_log_item);
endmodule
module control_unit(
    input clk,
    input reset,
    input dpp_ready_in,
    input nd_ready_in,
    input na_in,
    output reg[1:0] opcode_out
    );
    localparam OP_NOP = 2'b00;
    localparam OP_TXE = 2'b01;
    localparam OP_RXA = 2'b10;
    localparam OP_LOG = 2'b11;
    always @(*) begin 
        if (reset) begin
            opcode_out <= OP_NOP;
        end else begin
            if (na_in && nd_ready_in) begin
                opcode_out <= OP_LOG;      
            end else if (nd_ready_in) begin
                opcode_out <= OP_RXA;
            end else if (dpp_ready_in) begin
                opcode_out <= OP_TXE;
            end else begin
                opcode_out <= OP_NOP;
            end
        end        
    end
endmodule
module log #(
    parameter DATA_SIZE = 32,
    parameter TAG_SIZE = 8,
    parameter MEM_DEPTH = 256   
) (
    input clk,
    input reset,
    input [1:0] opcode,
    input tag_match,
    input parity_error_in,
    input host_data_ready_in,
    input network_data_ready_in,
    input network_ack_in,
    input [DATA_SIZE-1:0] host_data_in,
    input [DATA_SIZE+TAG_SIZE-1:0] ndt_in,
    output reg[75:0] log_item
);
reg[MEM_DEPTH-1:0] log_memory[75:0];
integer i = 0;   
wire[75:0] log_item_wire = {parity_error_in, host_data_ready_in, network_data_ready_in, network_ack_in, host_data_in, ndt_in};
wire should_log;
localparam OP_RXA = 2'b10;
localparam OP_LOG = 2'b11;
assign should_log = (opcode == OP_LOG || (opcode == OP_RXA && tag_match == 0));
always @(*) begin
    if (reset) begin
        for (i = 0; i < MEM_DEPTH; i = i + 1) begin
            log_memory[i] <= 76'd0;
        end
        log_item <= 0;
        i <= 0;
    end else if (i < MEM_DEPTH && should_log) begin
        log_memory[i] <= log_item_wire;
        log_item <= log_item_wire;
        i <= i + 1;   
    end else begin
        log_item <= 0;   
    end
end
endmodule
module output_stage #(parameter data_size = 32, parameter tag_size = 8) (
    input clk,
    input reset,
    input[1:0] opcode_in,
    input soft_error_in,
    input[(data_size-1):0] tx_data_in,
    input[(tag_size-1):0] tx_tag_in,
    input[(data_size+tag_size-1):0] tx_data_plus_tag_in,
    input tag_match_in,
    input[(data_size-1):0] rx_data_in,
    input[(data_size+tag_size-1):0] ndt_in,
    output reg parity_error_out,
    output reg host_data_ready_out,
    output reg network_data_ready_out,
    output reg network_ack_out,
    output reg[(data_size-1):0] host_data_out,
    output reg[(data_size+tag_size-1):0] ndt_out
    );
    localparam OP_RXA = 2'b10;
    localparam OP_TXE = 2'b01;
    assign and_gate_1 = (opcode_in == OP_RXA);
    assign and_gate_2 = (opcode_in == OP_TXE);
    assign and_gate_3 = (~parity_error_out & and_gate_2);
    assign and_gate_4 = (tag_match_in & and_gate_1);
    assign or_gate_1 = (parity_error_out | and_gate_4);
    assign or_gate_2 = (and_gate_3 | and_gate_4);
    wire [(data_size-1):0] mux_1;
    wire [(data_size+tag_size-1):0] mux_2;
    assign mux_1 = parity_error_out ? tx_data_in : rx_data_in;
    assign mux_2 = (opcode_in == OP_TXE) ? tx_data_plus_tag_in : ndt_in;
    always @(*) begin
        if (reset) begin
            parity_error_out <= 0;
            host_data_ready_out <= 0;
            network_data_ready_out <= 0;
            network_ack_out <= 0;
            host_data_out <= 0;
            ndt_out <= 0;
        end else begin
            parity_error_out <= soft_error_in;
            host_data_ready_out <= or_gate_1;
            network_data_ready_out <= or_gate_2;
            network_ack_out <= and_gate_4; 
            host_data_out <= mux_1;
            ndt_out <= mux_2;
        end
    end
endmodule
module secret_key_register (
    output[15:0] key   
);
    assign key = 16'hDEAD;
endmodule
module soft_error_detection #(parameter data_size = 32) (
    input clk,
    input reset,
    input[data_size-1:0] data,
    input parity_bit,
    output reg soft_error_flag
    );
    wire calculated_parity = ^data;
    always @(*) begin
        if (reset) begin
            soft_error_flag <= 1'b0;
        end else begin    
            if (calculated_parity == parity_bit) begin
                soft_error_flag <= 1'b0;
            end else begin
                soft_error_flag <= 1'b1;
            end
        end   
    end
endmodule
module stage_1 #(parameter data_size = 32, parameter tag_size = 8) (
    input clk,
    input reset,
    input[1:0] opcode_in,
    output reg[1:0] opcode_out,
    input[(data_size):0] dpp_in,
    output reg[(data_size):0] dpp_out,
    input[(data_size+tag_size-1):0] ndt_in,
    output reg[(data_size+tag_size-1):0] ndt_out
);
    always @(posedge clk) begin
        if (reset) begin
            opcode_out <= 0;
            dpp_out <= 0;
            ndt_out <= 0;
        end else begin
            opcode_out <= opcode_in;
            dpp_out <= dpp_in;
            ndt_out <= ndt_in;
        end
    end
endmodule
module stage_2 #(parameter data_size = 32, parameter tag_size = 8) (
    input clk,
    input reset,
    input[1:0] opcode_in,
    output reg[1:0] opcode_out,
    input soft_error_in,
    output reg soft_error_out,
    input[(data_size):0] dpp_in,
    output reg[(data_size):0] dpp_out,
    input[(data_size+tag_size-1):0] ndt_in,
    output reg[(data_size+tag_size-1):0] ndt_out,
    output[(data_size-1):0] rx_data, 
    output[(data_size-1):0] tx_data,
    output[(tag_size-1):0] rx_tag
);
    assign tx_data = dpp_out[(data_size):1];
    assign rx_data = ndt_out[(data_size+tag_size-1):tag_size];
    assign rx_tag = ndt_out[(tag_size-1):0];
    always @(posedge clk) begin
        if (reset) begin
            opcode_out <= 0;
            soft_error_out <= 0;
            dpp_out <= 0;
            ndt_out <= 0;
        end else begin
            opcode_out <= opcode_in;
            soft_error_out <= soft_error_in;
            dpp_out <= dpp_in;
            ndt_out <= ndt_in;
        end
    end
endmodule
module stage_3 #(parameter data_size = 32, parameter tag_size = 8) (
    input clk,
    input reset,
    input[1:0] opcode_in,
    output reg[1:0] opcode_out,
    input soft_error_in,
    output reg soft_error_out,
    input[(data_size-1):0] tx_data_in,
    input[(tag_size-1):0] tx_tag_in,
    output reg[(data_size-1):0] tx_data_out,
    output reg[(tag_size-1):0] tx_tag_out,
    input tag_match_in,
    output reg tag_match_out,
    input[(data_size+tag_size-1):0] ndt_in,
    output reg[(data_size+tag_size-1):0] ndt_out,
    output[(data_size-1):0] rx_data_out,
    output[(data_size+tag_size-1):0] tx_data_plus_tag
);
    assign rx_data_out = ndt_out[(data_size+tag_size-1):tag_size];
    assign tx_data_plus_tag = {tx_data_out,tx_tag_out};
    always @(posedge clk) begin
        if (reset) begin
            opcode_out <= 0;
            soft_error_out <= 0;
            tx_data_out <= 0;
            tx_tag_out <= 0;
            tag_match_out <= 0;
            ndt_out <= 0;
        end else begin
            opcode_out <= opcode_in;
            soft_error_out <= soft_error_in;
            tx_data_out <= tx_data_in;
            tx_tag_out <= tx_tag_in;
            tag_match_out <= tag_match_in;
            ndt_out <= ndt_in;
        end
    end
endmodule
module tag_generation #(parameter DATA_SIZE = 32, parameter BLOCK_SIZE = DATA_SIZE / 4) (
    input clk,
    input reset,
    input [DATA_SIZE-1:0] data,
    input [15:0] secret_key,
    output reg [BLOCK_SIZE-1:0] tag
);
    wire [BLOCK_SIZE-1:0] bf_block[3:0];
    wire [BLOCK_SIZE-1:0] rls_block[3:0];
    wire [BLOCK_SIZE-1:0] tag_next;
    assign bf_block[0] = (secret_key[0] == 1'b1) ? ~data[BLOCK_SIZE-1:0] : data[BLOCK_SIZE-1:0];
    assign bf_block[1] = (secret_key[1] == 1'b1) ? ~data[2*BLOCK_SIZE-1:BLOCK_SIZE] : data[2*BLOCK_SIZE-1:BLOCK_SIZE];
    assign bf_block[2] = (secret_key[2] == 1'b1) ? ~data[3*BLOCK_SIZE-1:2*BLOCK_SIZE] : data[3*BLOCK_SIZE-1:2*BLOCK_SIZE];
    assign bf_block[3] = (secret_key[3] == 1'b1) ? ~data[4*BLOCK_SIZE-1:3*BLOCK_SIZE] : data[4*BLOCK_SIZE-1:3*BLOCK_SIZE];
    wire [2:0] shift_amount_0 = secret_key[2:0] % BLOCK_SIZE;
    wire [2:0] shift_amount_1 = secret_key[5:3] % BLOCK_SIZE;
    wire [2:0] shift_amount_2 = secret_key[8:6] % BLOCK_SIZE;
    wire [2:0] shift_amount_3 = secret_key[11:9] % BLOCK_SIZE;
    assign rls_block[0] = (bf_block[0] << shift_amount_0) | (bf_block[0] >> (BLOCK_SIZE - shift_amount_0));
    assign rls_block[1] = (bf_block[1] << shift_amount_1) | (bf_block[1] >> (BLOCK_SIZE - shift_amount_1));
    assign rls_block[2] = (bf_block[2] << shift_amount_2) | (bf_block[2] >> (BLOCK_SIZE - shift_amount_2));
    assign rls_block[3] = (bf_block[3] << shift_amount_3) | (bf_block[3] >> (BLOCK_SIZE - shift_amount_3));
    assign tag_next = rls_block[0] ^ rls_block[1] ^ rls_block[2] ^ rls_block[3];
    always @(*) begin
        if (reset) begin
            tag <= 8'hff;
        end else begin    
            tag <= tag_next;
        end
    end
endmodule
==> flow_summary.toml <==
# synthesis and place-and-route metrics
[synth]
synth_seq_share = 0.571
ys_area_um2 = 8200
synth_flops = 234
synthDistinctLibCells = 21
synth_area_um2 = 8200
ys_sh_aoi = 0.0259
muxShareOfSynthArea = 0.0488
yosysWarnings = 15
ys_sh_adder = 0
xor_area_frac = 0.0946
avgSynthCellArea_um2 = 10.2
syn_inst = 807
ys_cells = 807
synth-simple-area-share = 0.236
topCombFamilyByArea = "simple AND/OR/NAND/NOR gates"

[drt]
wl_met2_um = 8380
dr.max_layer_used = "met4"
post_drt_wl_per_cell_um = 14.6
drt_wl_total_um = 18100
vias = 5389
via_per_inst = 4.34
first_pass_iters = 4
met3_length_um = 963
drc = 0
antenna_cells_inserted = 0
drtIter0Drc = 220
antenna_left = 0
wl_met1_um = 8430

[clocking]
cts_buffers = 25
cts_tree = "done"
cts_buffer_depth = 3
cts_max_level = 1
clkTransAtPathRegs_ns = 0.06
cts_resized = 0
ctsHoldBuffers = 0
clk_latency_ns = 0.51
cts-root-buf = "clkbuf_16"
cts_sinks = 234
cts_setup_buffers = 0

[timing]
worstMarginPinSlew_ns = 0.627
min_period_ns = 3.17
slew_viol_final = 0
setup_tns_ns = 0
fin_ws_ns = 0.433
finalSetupViolations = 0
relSlewSlack = 0.582
fmax_mhz = 316
rsz0062_at_grt = "no"
skew_ns = 0.0148
hold_viol = 0
fin_crit_sh = 0.880

[floorplanning]
die-area_um2 = 21100
ioPinCount = 154
die_h_um = 145
rows = 52
fp_util = 0.407
fp.dieW_um = 145
core_area_um2 = 20200

[setup_path]
r2r_slack_ns = 1.85
r2r-end = "l2_ol_pipeline_reg.tag_match_out"
reg2reg_from = "l1_l2_pipeline_reg.dpp_out[20]"
cp.required_ns = 2.88
endpoint_kind = "output pin"
path_max_fanout = 19
rr_worst_depth = 6
critPathLaunchType = "register"
path_class = "register to output pin"
critPathArrivalTime_ns = 2.45

[min_path]
min-delay-start = "id_l1_pipeline_reg.ndt_out[8]"
hold_class = "register to register"
min_to = "l1_l2_pipeline_reg.ndt_out[8]"
hold_depth = 1

[global_route]
grt_usage = 0.182
grt_antenna_before_repair = 0
grt_max_degree = 65
grt_overflow_total = 0
grt_pass1_vias = 5352
grt_pass1_wl_um = 28500

[final_layout]
drive_above_1_share = 0.0618
fin_cells = 1241
area_growth_pct = 32.3

[outcome]
status = "finished clean"

[place]
pre_cts_slack_ns = 0.927
dp_hpwl_um = 13100
place_congestion = 0.826
place_inst = 1195
port_buffers = 153

[flow_run]
log.warning_count = 25
maxCapViolCount = 0

[power]
p_comb_frac = 0.101
peakVddDrop_uv = 411
p_sw_frac = 0.223
switchingPower_mw = 1.30
powerDensity_nw_per_um2 = 536
clockPowerShare = 0.421
p_int_mw = 4.52
pwr-share-seq = 0.478
leakagePower_nw = 4.05
[through the flow]
stage	hold WS [ns]	power, mW	utilization	area (um^2)
after CTS	0.431	5.90	0.538	10800
after detailed placement	0.420	3.43	0.497	10000
after floorplan	0.414	3.19	-	8200
final	0.431	5.81	0.538	10800
after global placement	0.417	3.43	0.497	10000
after global routing	0.444	6.07	0.538	10800
[area by class of cell]
| class | instances | area (um^2) |
|---|---|---|
| clock buffers | 37 | 761 |
| clock inverters | 9 | 55.1 |
| fillers | 1786 | 9320 |
| inverters | 1 | 3.75 |
| multi-input cells | 524 | 3330 |
| flip-flops and latches | 234 | 4690 |
| well taps | 270 | 338 |
| repair buffers | 166 | 1670 |
[worst max path at each step]
stage	slack [ns]	to	start	cells past startpoint
after CTS	0.41	network_data_tag_out[22]	l2_ol_pipeline_reg.opcode_out[1]	5
final	0.43	network_data_tag_out[28]	l2_ol_pipeline_reg.opcode_out[0]	5
after global routing	0.31	network_data_tag_out[22]	l2_ol_pipeline_reg.opcode_out[1]	5
[cell usage in the layout (no fill, tap or decap), types with 2 or more instances in the layout]
cell type / instances
mux2i_1: 40
buf_12: 3
nand2b_1: 2
buf_4: 10
clkinv_2: 6
nor2_1: 35
clkdlybuf4s50_1: 152
xor2_1: 19
nor2b_1: 231
clkbuf_1: 3
xnor2_1: 67
inv_6: 2
nand2_1: 81
clkbuf_8: 9
clkbuf_16: 25
dfxtp_1: 233
a21oi_1: 40
[flip-flops by register name (all words and copies together), names as in the netlist, 2 cells and up]
signal / cells
l2_ol_pipeline_reg.tx_data_out: 32
l2_ol_pipeline_reg.opcode_out: 2
l2_ol_pipeline_reg.tx_tag_out: 8
l2_ol_pipeline_reg.ndt_out: 40
id_l1_pipeline_reg.opcode_out: 2
l1_l2_pipeline_reg.opcode_out: 2
l1_l2_pipeline_reg.dpp_out: 32
l1_l2_pipeline_reg.ndt_out: 40
id_l1_pipeline_reg.ndt_out: 40
id_l1_pipeline_reg.dpp_out: 33
[power by group through the flow]
| stage | logic, mW | registers [mW] | clock network (mW) |
|---|---|---|---|
| after global routing | 0.638 | 2.79 | 2.63 |
| after CTS | 0.596 | 2.78 | 2.52 |
| final | 0.586 | 2.78 | 2.45 |
[layer usage]
metal / vias to the layer above / track usage
li1: 2791 / -
met1: 2424 / 0.276
met2: 147 / 0.283
met3: 27 / 0.0318
met4: 0 / 0.0342
met5: - / 0
[Yosys cell counts, drive strengths merged]
| cell | number | area [um^2] |
|---|---|---|
| a21oi | 40 | 200 |
| buf | 9 | 38.8 |
| clkbuf | 39 | 146 |
| dfxtp | 234 | 4680 |
| inv | 1 | 3.75 |
| mux2i | 40 | 400 |
| nand2 | 81 | 304 |
| nand2b | 2 | 12.5 |
| nand3 | 1 | 5.00 |
| nand4 | 1 | 6.26 |
| nand4bb | 1 | 11.3 |
| nor2 | 35 | 131 |
| nor2b | 233 | 1460 |
| nor4 | 1 | 6.26 |
| o21ai | 1 | 5.00 |
| o31ai | 1 | 7.51 |
| xnor2 | 67 | 587 |
| xnor3 | 1 | 22.5 |
| xor2 | 19 | 166 |
[cells by family (layout without fill, tap and decap cells)]
group	after synthesis	after routing
AND/OR/NAND/NOR	355	355
buffers and inverters	49	213
multiplexers	40	40
AND-OR/OR-AND	42	42
XOR/XNOR	87	87
flip-flops	234	234
[worst max-delay path, cell delays in order (launching register included)]
cell	delay, ns
dfxtp_1	0.35
nor2b_4	0.52
buf_4	0.32
nand2_1	0.07
a21oi_1	0.17
clkdlybuf4s50_1	0.50
Power and IR drop assume default switching activity.
